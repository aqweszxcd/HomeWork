[/design/flow/run.sh]
#!/bin/bash
# OpenROAD 26Q1-2900-gdf79404cd8, Yosys 0.63+post, stock flow scripts
make -C /OpenROAD-flow-scripts/flow DESIGN_CONFIG=/design/flow/config.mk WORK_HOME=/design/flow/orfs finish
[/design/flow/design.v]
`timescale 1ns / 1ps
module top(
input wire sys_clk_in,
input wire sys_rst_n,
output reg [7:0]seg_data_0_pin, 
output reg [7:0]seg_data_1_pin, 
output reg [7:0]seg_cs_pin, 
input wire [4:0]btn_pin, 
input wire [7:0]sw_pin
);
reg [1:0] mod_last;
reg mod_change;
always@(posedge sys_clk_in)begin
if (sw_pin[7]==1'b1) begin
    mod_last<=sw_pin[5:4];
end
if ( mod_last!=sw_pin[5:4] ) begin
    mod_change<=1;
end else begin
    mod_change<=0;
end
end
reg second;
reg [31:0]second_counter;
always@(posedge sys_clk_in)begin
if (sw_pin[7]==1'b1) begin
    if ( (sys_rst_n==1'b0)||(mod_change==1)||(btn_pin[3]==1'b1) ) begin
        second<=0;
        second_counter<=0;
    end 
    else if ( second_counter==100 ) begin
        second<=1;
        second_counter<=0;
    end
    else begin
        second<=0;
        second_counter<=second_counter+1;
    end
end
end
reg [3:0] data_inside; 
always@(posedge sys_clk_in)begin
if ( (sys_rst_n==1'b0)||(mod_change==1) )begin
    data_inside<=4'b0000;
end
else if ( btn_pin[3]==1'b1 ) begin
    data_inside<=sw_pin[3:0];
end
else if ( second==1 ) begin
    if ( sw_pin[6]==1'b1 ) begin 
        if (sw_pin[5:4]==2'b00) begin
            if (data_inside==7)data_inside<=4'b0000;
            else data_inside<=data_inside+1;
        end
        else if (sw_pin[5:4]==2'b01) begin
            if (data_inside==9)data_inside<=4'b0000;
            else data_inside<=data_inside+1;
        end
        else if (sw_pin[5:4]==2'b10) begin
            if (data_inside==15)data_inside<=4'b0000;
            else data_inside<=data_inside+1;
        end
    end
    else begin 
        if (sw_pin[5:4]==2'b00) begin
            if (data_inside==0)data_inside<=4'd7;
            else data_inside<=data_inside-1;
        end
        else if (sw_pin[5:4]==2'b01) begin
            if (data_inside==0)data_inside<=4'd9;
            else data_inside<=data_inside-1;
        end
        else if (sw_pin[5:4]==2'b10) begin
            if (data_inside==0)data_inside<=4'd15;
            else data_inside<=data_inside-1;
        end
    end
end
end
always@(posedge sys_clk_in)begin
if ( sw_pin[7]==1'b1 ) begin
    seg_cs_pin<=8'b0000_0001;
    case(data_inside)
        4'd0:seg_data_0_pin<=8'b1100_0000;
        4'd1:seg_data_0_pin<=8'b1111_1001;
        4'd2:seg_data_0_pin<=8'b1010_0100;
        4'd3:seg_data_0_pin<=8'b1011_0000;
        4'd4:seg_data_0_pin<=8'b1001_1001;
        4'd5:seg_data_0_pin<=8'b1001_0010;
        4'd6:seg_data_0_pin<=8'b1000_0010;
        4'd7:seg_data_0_pin<=8'b1111_1000;
        4'd8:seg_data_0_pin<=8'b1000_0000;
        4'd9:seg_data_0_pin<=8'b1001_0000;
        4'd10:seg_data_0_pin<=8'b0000_1000;
        4'd11:seg_data_0_pin<=8'b0000_0000;
        4'd12:seg_data_0_pin<=8'b0100_0110;
        4'd13:seg_data_0_pin<=8'b0100_0000;
        4'd14:seg_data_0_pin<=8'b0000_0110;
        4'd15:seg_data_0_pin<=8'b0000_1110;
        default:seg_data_0_pin<=8'b1111_1111;
    endcase
end else begin
    seg_data_0_pin<=8'b1111_1111;
end
end
endmodule
[/design/flow/constraint.sdc]
current_design top

set clk_period 6.7
set clk_io_pct 0.2

create_clock -name clk0 -period $clk_period [get_ports {sys_clk_in}]

set non_clock_inputs [all_inputs -no_clocks]
set_input_delay [expr $clk_period * $clk_io_pct] -clock clk0 $non_clock_inputs
set_output_delay [expr $clk_period * $clk_io_pct] -clock clk0 [all_outputs]
[/design/flow/config.mk]
export PLATFORM = sky130hd
export DESIGN_NAME = top
export DESIGN_NICKNAME = top
export VERILOG_FILES = /design/flow/design.v
export SDC_FILE = /design/flow/constraint.sdc
export NUM_CORES = 4
export LEC_CHECK = 1
export CORE_UTILIZATION = 30
==> run notes <==
run metrics: Worst Path Class, Setup=input pin to register, power density over the cells=between 150 and 200 nW/um^2, GPL Wtd Cong=about 0.88, WL final=5.31 mm, Vert. Die Dim=roughly 100 um, effective utilization at floorplan=between 30 and 40%, end of the worst register-to-register path=second_counter[19], maximum achievable frequency=between 300 and 400 MHz, number of cells upsized or downsized after cts=0, unrepaired setup endpoints after global routing=no, register-to-register setup slack=between 4 and 5 ns, FF+latch count, synth=between 40 and 50, TritonCTS clock tree=done, die extent in x=around 100 um, routed via count=approximately 2,100, number of global-route vias before repair=slightly above 2,000, worst hold path class=register to register, overall die area=10,100 um^2, endpoints failing hold=0, final count of pins violating max slew=0, DRC=0, Setup TNS Final=0 ns, Relative slew margins=52.5%, total congestion overflow=0, Worst Reg-to-Reg Cells=5, detailed-router iteration count before antenna repair=4, Avg Inst Size Synth=roughly 9.7 um^2, max cap viols=0, chip area estimate from yosys synthesis=2900 um^2, sort of element at the end of the critical path=register, cells in synth_stat.txt=around 300, I/O pin count=39, Crit path arrival time=3.30 ns, standby leakage power=about 1.1 nW, number of inserted filler cells in the final layout=between 900 and 1,000, drt wl/cell=roughly 12 um, async set-reset flop share out of synthesis=0%, worst skew pair latency=0.29 ns, Worst EP required=6.88 ns, Post-CTS Setup Repair Bufs=0, area of all placed cells without fillers=3200 um^2, cell row count=35, pin slew with the least headroom to its limit=roughly 0.71 ns, Post-Synthesis Cell Area=2900 um^2, yosys synthesis warning count=9, number of buffer cells added on primary ports=18, post-route clock skew=between 0.002 and 0.0025 ns, count of hold-fix buffers inserted at cts=0, most instantiated logic cell after routing=nor2_1, hold path cells=2, H-tree Lvls=2, Avg Vias per Cell=4.72, number of buffers created by CTS=5, final worst path period share=roughly 46%, peak ir drop on the vdd network=approximately 0.085 mV, total number of clock tree sinks=roughly 48, dominant logic cell types in the final layout=nor2_1 (39), edfxtp_1 (35), xor2_1 (21), Worst R2R Start=second_counter[26], wire length of the first global-routing pass=just over 9 mm, clock-pin slew on the worst setup and hold paths=roughly 0.08 ns, launch point of the worst hold path=mod_last[1], area of the core=~9300 um^2, Hold EP=mod_change, Dominant flop cell=edfxtp_1, number of antenna violations at the first check in global routing=0, sequential share of the synthesized area=45.2%, flip-flops with a built-in enable=35, number of setup violations in the final report=0, GRT Overall Usage=a little under an eighth, detailed placement HPWL=roughly 3.6 mm, result of the run=finished clean, root buffer cell=clkbuf_8, maximum fanout encountered on the critical timing path=8, number of placed cells counting well taps=~440, Gate Count Post-Synth=roughly 300, number of antenna-violating nets in the routed design=0, maximum number of pins on one net before global-route repair=44, clock tree buffer depth=2, share of post-route cells with drive strength above 1=3.16%, Area Overhead vs Synth=10.3%, startpoint type of the worst setup path=input pin, total tool warning count=37, cell area after placement=~3100 um^2, Antenna diodes=0, post-route minimum period=3.11 ns, Post-Layout Cell Count=roughly 450, Unique masters post-synth=between 40 and 50, post-layout util=approximately a third, Starting DRT DRC Count=92
[state kept, by name (all words and copies together) (netlist names)]
name and count:
seg_data_0_pin 8, second 1, mod_last 2, mod_change 1, second_counter 32, data_inside 4
[power breakdown]
group          internal, mW  switching, mW
clock                0.0729         0.0937
combinational        0.0318         0.0314
sequential            0.334         0.0161
[worst max-delay path: stages]
cell and delay [ns]:
clkdlybuf4s50_1 0.54, inv_1 0.06, ha_1 0.28, nand4b_1 0.26
nor3b_1 0.19, o311ai_0 0.35, a311o_1 0.22, a21oi_1 0.06
[layout make-up]
type | instances | area (um^2) | area share (%)
Timing Repair Buffer | 19 | 183 | 5.71
Tap cell | 129 | 161 | 5.04
Clock inverter | 1 | 3.75 | 0.117
Sequential cell | 48 | 1310 | 41.0
Clock buffer | 7 | 76.3 | 2.38
Multi-Input combinational cell | 227 | 1410 | 44.2
Inverter | 14 | 52.6 | 1.64
[through the flow]
step,worst slack [ns],power (mW),hold WS [ns]
after floorplan,4.10,0.399,0.444
after global placement,3.28,0.420,0.471
after detailed placement,3.28,0.421,0.474
after CTS,3.60,0.587,0.497
after global routing,3.44,0.609,0.509
final,3.59,0.580,0.490
[Yosys cell counts, drive strengths merged, types with 2 or more instances]
| cell type | n | area [um^2] |
|---|---|---|
| a221oi | 2 | 17.5 |
| nand2 | 20 | 77.6 |
| o221ai | 2 | 17.5 |
| nor4b | 2 | 17.5 |
| dfxtp | 13 | 260 |
| nor3 | 9 | 45.0 |
| and4 | 3 | 26.3 |
| nor2b | 4 | 25.0 |
| a21oi | 7 | 35.0 |
| nor2 | 39 | 146 |
| clkbuf | 3 | 11.3 |
| o311ai | 3 | 26.3 |
| xnor2 | 11 | 96.3 |
| ha | 11 | 138 |
| nor3b | 2 | 15.0 |
| buf | 22 | 168 |
| nor4 | 5 | 31.3 |
| and3 | 9 | 56.3 |
| nand3 | 14 | 70.1 |
| o21ai | 7 | 35.0 |
| o211ai | 2 | 15.0 |
| a211oi | 3 | 22.5 |
| nand2b | 5 | 31.3 |
| conb | 2 | 7.51 |
| mux2i | 3 | 30.0 |
| edfxtp | 35 | 1050 |
| inv | 14 | 52.6 |
| xor2 | 21 | 184 |
| nand4 | 12 | 75.1 |
[worst max-delay path by stage]
| stage | slack [ns] | to | from | cells after the start |
|---|---|---|---|---|
| 6_report | 3.59 | data_inside[3] | sw_pin[4] | 8 |
| 5_1_grt | 3.44 | data_inside[3] | sw_pin[4] | 8 |
| 4_1_cts | 3.60 | data_inside[3] | sw_pin[4] | 8 |
[cells by family (layout without fill, tap and decap cells)]
family / Yosys count / after routing / synth area share [%]
and+or+nand+nor: 129 / 129 / 22.6
DFF: 48 / 48 / 45.2
buffers and inverters: 39 / 41 / 7.97
AOI/OAI and AO/OA: 35 / 35 / 8.23
xor gates and xnor gates: 32 / 32 / 9.65
adders and majority gates: 11 / 11 / 4.74
muxes: 4 / 4 / 1.42
other: 2 / 16 / 0.259
[metal layers]
layer  up-vias  share of wire (%)  wire length (um)  track usage (%)
li1       1071                  -                 -                -
met1       991                 50              2640             17.1
met2        34                 47              2500             19.1
met3         4                2.7               143             1.63
met4         0               0.43                23            0.669
met5         -                  0                 0                0
Power and IR drop assume default switching activity.
