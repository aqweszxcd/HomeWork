===== ./design.v =====
`timescale 1ns / 1ps
module ALU_core(
input wire [2:0]sel, 
input wire cin, 
output wire cout,
input wire A, 
input wire B,
output wire F
);
assign F=
(   (sel==3'b000)?(A^B^cin):1'b0    )   |
(   (sel==3'b001)?(A^1'b1^cin):1'b0 )   |
(   (sel==3'b010)?(A^B^cin):1'b0    )   |
(   (sel==3'b011)?(1'b0):1'b0       )   |
(   (sel==3'b100)?(A^B):1'b0        )   |
(   (sel==3'b101)?(~A):1'b0         )   |
(   (sel==3'b110)?(A|B):1'b0        )   |
(   (sel==3'b111)?(A&B):0           )   ;
assign cout=
(   (sel==3'b000)?( (A&B) | (cin&(A^B)) ):1'b0    )   |
(   (sel==3'b001)?(A|cin):1'b0                    )   |
(   (sel==3'b010)?( (~A&B) | (cin&(A^~B)) ):1'b0  )   ;
endmodule

===== ./constraint.sdc =====
current_design ALU_core

set clk_period 1.6
set clk_io_pct 0.2

create_clock -name clk0 -period $clk_period

set non_clock_inputs [all_inputs -no_clocks]
set_input_delay [expr $clk_period * $clk_io_pct] -clock clk0 $non_clock_inputs
set_output_delay [expr $clk_period * $clk_io_pct] -clock clk0 [all_outputs]

===== ./config.mk =====
export PLATFORM = sky130hd
export DESIGN_NAME = ALU_core
export DESIGN_NICKNAME = ALU_core
export VERILOG_FILES = /design/flow/design.v
export SDC_FILE = /design/flow/constraint.sdc
export NUM_CORES = 4
export LEC_CHECK = 1
export CORE_AREA = 10 10 70 70
export DIE_AREA = 0 0 80 80

===== ./run.sh =====
#!/bin/bash
# OpenROAD 26Q1-2900-gdf79404cd8, Yosys 0.63+post, stock flow scripts
make -C /OpenROAD-flow-scripts/flow DESIGN_CONFIG=/design/flow/config.mk WORK_HOME=/design/flow/orfs finish

==> flow report <==
POWER AND IR DROP
---------------------------------------------------------------------------
Worst voltage drop across the vdd grid                              88.8 µV
Power density over the cells                                     212 nW/µm²
Lkg Pwr                                                            0.151 nW

WORST HOLD PATH
---------------------------------------------------------------------------
Hold Path Class                                                primary input to output pin
Startpoint of the lowest-slack hold path                                  A

FINISH
---------------------------------------------------------------------------
Layout overhead on the synthesized area                                110%
Fill cell total of the finished layout                                  406
Share of the core filled with cells                                   11.0%
Area used by sequential logic in the layout                           0 µm²
Number of flip-flops and latches                                          0
Layout cells sized above 1                                            54.3%
Clock buffers                                                             0

FLOORPLAN
---------------------------------------------------------------------------
Width of the die                                                      80 µm
Total Die Area                                                     6400 µm²
Core Region                                                        3420 µm²
Placement Rows                                                           21
Floorplan die height                                                  80 µm
Core Density at Floorplan                                             5.24%
Top-level I/O count                                                       8

TIMING
---------------------------------------------------------------------------
Final setup violating endpoints                                           2
Post-route clock period utilization                                    107%
Maximum clock frequency                                             585 MHz
Post-route minimum period                                           1.71 ns
Worst hold margin                                                   1.11 ns
Max-slew headroom                                                     78.4%
Unrepaired setup endpoints after global routing                         yes
Worst-case setup margin in the final layout                       -0.110 ns
Pin slew with the least headroom to its limit                      0.324 ns
Final Max-Slew Violation Tally                                            0
Hold Fails Final Rpt                                                      0

PLACED DESIGN
---------------------------------------------------------------------------
RePlAce Congestion                                                    0.792
DP Wirelength                                                        516 µm
Number of input and output port buffers inserted                          8
Pre-CTS WS                                                         -1.09 ns

RUN
---------------------------------------------------------------------------
Total number of warnings across the stage logs                           36
Max-capacitance violation count                                           0

SYNTH
---------------------------------------------------------------------------
Tally of yosys warning messages                                           0
Synth cell types                                                         14
Leading post-synthesis cells by cell area                      sky130_fd_sc_hd__fa_1, sky130_fd_sc_hd__ha_1, sky130_fd_sc_hd__a211o_1
Post-synth seq share                                                     0%
Post-Synthesis Cells                                                     22
Chip Area, Yosys                                                    179 µm²
Top area contributor share                                            22.4%
Mapped Avg Cell Area                                               8.13 µm²
Cell type with the largest total area                          sky130_fd_sc_hd__fa_1
Cell total in the yosys stat output                                      22
Syn Std Cell Area                                                   179 µm²

GLOBAL ROUTING
---------------------------------------------------------------------------
Initial antenna violation count                                           0
Remaining global-route overflow                                           0
Overall routing resource usage                                        1.99%
Vias in the first global route                                          232
Global-route wire length before repair                              1060 µm
Maximum number of pins on one net before global-route repair             10

STATUS
---------------------------------------------------------------------------
Status                                                         complete, but fails checks
Violations in the final reports                                negative setup slack

SETUP PATH
---------------------------------------------------------------------------
Kind of start point of the critical path                       primary input
Required time at the worst-slack endpoint                           1.28 ns
Arrival time at the worst endpoint                                  1.39 ns
Crit path max fanout                                                      2
Worst setup path category                                      primary input to output pin
Category of the worst setup path capture point                   output pin
Worst setup startpoint                                                  cin

DRT
---------------------------------------------------------------------------
WL final                                                             601 µm
Number of antenna cells inserted                                          0
Post-route DRC violation count                                            0
Vias/cell                                                              2.51
Detailed router's first-iteration violation count                         2
Drt pass-1 iters                                                          3
WL per Instance                                                     7.42 µm
Number of nets still failing antenna checks after routing                 0
Vias                                                                    203

CTS
---------------------------------------------------------------------------
Post-CTS Hold Fix Bufs                                                    0
Number of buffers inserted to repair setup after CTS                      0

[through the flow]
| stage | TNS [ns] | std cells | area [µm²] | power (mW) |
|---|---|---|---|---|
| detailed placement | -2.10 | 81 | 350 | 0.0748 |
| global placement | -2.06 | 81 | 350 | 0.0713 |
| CTS | -0.248 | 81 | 375 | 0.0803 |
| global route | -0.331 | 81 | 375 | 0.0898 |
| floorplan | 0 | 22 | 179 | 0.0302 |
| finish | -0.208 | 81 | 375 | 0.0794 |
[cells in the final DEF, fill, tap and decap left out, drive strengths merged]
cell	synthesis	final
a211o	2	2
nor2b	1	1
o21ai	1	1
nand3b	1	1
and2	1	1
a31oi	1	1
buf	1	11
dlygate4sd2	0	2
fa	2	2
a211oi	1	1
inv	3	3
ha	3	3
a21oi	1	1
nor2	4	4
clkdlybuf4s50	0	1
[routing by layer]
metal / wire, µm / global-route usage [%] / share of wire (%) / vias to the layer above
met3: 19 / 0.114 / 3.2 / 0
li1: - / - / - / 100
met4: 0 / 0 / 0 / 0
met5: 0 / 0 / 0 / -
met1: 400 / 3.64 / 67 / 95
met2: 181 / 2.41 / 30 / 8
[worst paths after layout]
kind                to  slack [ns]  cells after the start
setup / recovery  cout       -0.11                      7
hold / removal       F        1.11                      5
[cell type report]
class,count,area (µm²),share of cell area [%]
Inverter,3,13.8,3.67
Multi-Input combinational cell,18,180,48.0
Tap cell,46,57.6,15.3
Timing Repair Buffer,14,124,33.0
[cells by family after synthesis]
kind of cell | after synthesis | share of synthesized area [%]
and+or+nand+nor | 7 | 21.0
buffers and inverters | 4 | 12.6
AOI/OAI and AO/OA | 6 | 23.1
adders and majority gates | 5 | 43.4
[timing repair]
action,CTS,global route
endpoints found under the hold margin,0,0
endpoints found under the setup margin,2,2
pin swaps,6,1
resized,33,0
[synth_stat cells]
cell type,instances
sky130_fd_sc_hd__nor2_1,3
sky130_fd_sc_hd__nor2b_1,1
sky130_fd_sc_hd__nor2_2,1
sky130_fd_sc_hd__a211oi_1,1
sky130_fd_sc_hd__fa_1,2
sky130_fd_sc_hd__ha_1,3
sky130_fd_sc_hd__a21oi_1,1
sky130_fd_sc_hd__inv_1,3
sky130_fd_sc_hd__o21ai_1,1
sky130_fd_sc_hd__and2_0,1
sky130_fd_sc_hd__a211o_1,2
sky130_fd_sc_hd__a31oi_1,1
sky130_fd_sc_hd__buf_6,1
sky130_fd_sc_hd__nand3b_1,1
[critical path, stage by stage]
cell	delay, ns
sky130_fd_sc_hd__buf_8	0.08
sky130_fd_sc_hd__inv_4	0.03
sky130_fd_sc_hd__fa_2	0.35
sky130_fd_sc_hd__nor2b_1	0.13
sky130_fd_sc_hd__a211o_1	0.24
sky130_fd_sc_hd__a21oi_2	0.12
sky130_fd_sc_hd__buf_2	0.11
[power breakdown]
part	switching [mW]	internal [mW]	total (mW)
Combinational	0.0344	0.0450	0.0794
Sequential	0	0	0
Clock	0	0	0
Total	0.0344	0.0450	0.0794
Power and IR drop assume default switching activity.
